==> ./design.v <==
`timescale 1ns / 1ps
`timescale 1ns / 1ps
module Instructions(
    );
endmodule
module Controller(
    input   [31:0] instr,
    output  MemtoReg,
    output  MemWrite,
    output  [2:0] Branch,
    output  [3:0] ALUControl,
    output  [1:0] ALUSrc,
    output  RegDst,
    output  RegWrite,
    output  Jump,
    output  [1:0] Link,
	output  JR,
	output  OverflowDect,
	output  CP0Write,
	output  ERET,
	output OpcodeException
    );
	wire [5:0] opcode = instr[31:26];
	wire [5:0] funct = instr[5:0];
	assign OpcodeException =  ~((opcode == 6'b100000) | (opcode == 6'b100100) | (opcode == 6'b100001) | (opcode == 6'b100101) | (opcode == 6'b100011) | (opcode == 6'b101000) | (opcode == 6'b101001) | (opcode == 6'b101011)
                              | ((opcode == 6'b000000) & (funct == 6'b100000)) | ((opcode == 6'b000000) & (funct == 6'b100001)) | ((opcode == 6'b000000) & (funct == 6'b100010)) | ((opcode == 6'b000000) & (funct == 6'b100011)) | ((opcode == 6'b000000) & (funct == 6'b011000)) | ((opcode == 6'b000000) & (funct == 6'b011001)) | ((opcode == 6'b000000) & (funct == 6'b011010)) | ((opcode == 6'b000000) & (funct == 6'b011011)) | ((opcode == 6'b000000) & (funct == 6'b000000)) | ((opcode == 6'b000000) & (funct == 6'b000010)) | ((opcode == 6'b000000) & (funct == 6'b000011)) | ((opcode == 6'b000000) & (funct == 6'b000100)) | ((opcode == 6'b000000) & (funct == 6'b000110)) | ((opcode == 6'b000000) & (funct == 6'b000111)) | ((opcode == 6'b000000) & (funct == 6'b100100)) | ((opcode == 6'b000000) & (funct == 6'b100101)) | ((opcode == 6'b000000) & (funct == 6'b100110)) | ((opcode == 6'b000000) & (funct == 6'b100111)) | ((opcode == 6'b000000) & (funct == 6'b101010)) | ((opcode == 6'b000000) & (funct == 6'b101011))
                              | (opcode == 6'b001000) | (opcode == 6'b001001) | (opcode == 6'b001100) | (opcode == 6'b001101) | (opcode == 6'b001110) | (opcode == 6'b001111) | (opcode == 6'b001010) | (opcode == 6'b001011)
                              | (opcode == 6'b000100) | (opcode == 6'b000101) | (opcode == 6'b000110) | (opcode == 6'b000111) | (opcode == 6'b000001 & (instr[20:16] == 5'b00000)) | (opcode == 6'b000001 & (instr[20:16] == 5'b00001))
                              | (opcode == 6'b000010) | (opcode == 6'b000011) | ((opcode == 6'b000000) & (funct == 6'b001001)) | ((opcode == 6'b000000) & (funct == 6'b001000))
                              | ((opcode == 6'b000000) & (funct == 6'b010000)) | ((opcode == 6'b000000) & (funct == 6'b010010)) | ((opcode == 6'b000000) & (funct == 6'b010001)) | ((opcode == 6'b000000) & (funct == 5'b010011)) 
                              | ((opcode == 6'b010000) & (instr[25:21] == 5'b00000)) | ((opcode == 6'b010000) & (instr[25:21] == 5'b00100)) | (instr == 32'h42000018));
    assign MemtoReg = ((opcode == 6'b100011) | (opcode == 6'b100000) | (opcode == 6'b100100) | (opcode == 6'b100001) | (opcode == 6'b100101) | ((opcode == 6'b010000) & (instr[25:21] == 5'b00000)));
    assign MemWrite = ((opcode == 6'b101011) | (opcode == 6'b101000) | (opcode == 6'b101001));
    assign Branch = ((opcode == 6'b000100)) ? 3'd1 : ( ((opcode == 6'b000101)) ? 3'd2 : ( ((opcode == 6'b000110)) ? 3'd3 : ( ((opcode == 6'b000111)) ? 3'd4 : ( ((opcode == 6'b000001 & (instr[20:16] == 5'b00000))) ? 3'd5 : ( ((opcode == 6'b000001 & (instr[20:16] == 5'b00001))) ? 3'd6 : 3'd0) ) ) ) );
    assign ALUControl = ( ((opcode == 6'b100011) | (opcode == 6'b100000) | (opcode == 6'b100100) | (opcode == 6'b100001) | (opcode == 6'b100101) | (opcode == 6'b101011) | (opcode == 6'b101000) | (opcode == 6'b101001) | ((opcode == 6'b000000) & (funct == 6'b100000)) | ((opcode == 6'b000000) & (funct == 6'b100001)) | (opcode == 6'b001000) | (opcode == 6'b001001)) ? 4'd0 :
                        ( (((opcode == 6'b000000) & (funct == 6'b100010)) | ((opcode == 6'b000000) & (funct == 6'b100011))) ? 4'd1 :
                        ( (((opcode == 6'b000000) & (funct == 6'b100100)) | (opcode == 6'b001100)) ? 4'd2 :
                        ( (((opcode == 6'b000000) & (funct == 6'b100101)) | (opcode == 6'b001101) | (opcode == 6'b001111)) ? 4'd3  :     
                        ( (((opcode == 6'b000000) & (funct == 6'b100110)) | (opcode == 6'b001110)) ? 4'd4  :
                        ( (((opcode == 6'b000000) & (funct == 6'b100111))) ? 4'd5  :
                        ( (((opcode == 6'b000000) & (funct == 6'b101010)) | (opcode == 6'b001010)) ? 4'd6  :
                        ( (((opcode == 6'b000000) & (funct == 6'b101011)) | (opcode == 6'b001011)) ? 4'd7  :
                        ( (((opcode == 6'b000000) & (funct == 6'b000000))) ? 4'd8  :
                        ( (((opcode == 6'b000000) & (funct == 6'b000010))) ? 4'd9  :
                        ( (((opcode == 6'b000000) & (funct == 6'b000011))) ? 4'd10  :
                        ( (((opcode == 6'b000000) & (funct == 6'b000100))) ? 4'd11  :
                        ( (((opcode == 6'b000000) & (funct == 6'b000110))) ? 4'd12  :
                        ( (((opcode == 6'b000000) & (funct == 6'b000111))) ? 4'd13  : 4'd2) ) ) ) ) ) ) ) ) ) ) ) ) );
    assign ALUSrc =( ((opcode == 6'b100011) | (opcode == 6'b100000) | (opcode == 6'b100100) | (opcode == 6'b100001) | (opcode == 6'b100101) | (opcode == 6'b101011) | (opcode == 6'b101000) | (opcode == 6'b101001) | (opcode == 6'b001000) | (opcode == 6'b001001) | (opcode == 6'b001010) | (opcode == 6'b001011)) ? 2'b01 :
                   ( ((opcode == 6'b001100) | (opcode == 6'b001101) | (opcode == 6'b001110)) ? 2'b10 : 
                   ( ((opcode == 6'b001111)) ? 2'b11 : 2'b00 ) ) );
    assign RegDst = ( ((opcode == 6'b100011) | (opcode == 6'b100000) | (opcode == 6'b100100) | (opcode == 6'b100001) | (opcode == 6'b100101) | (opcode == 6'b001000) | (opcode == 6'b001001) | (opcode == 6'b001100) | (opcode == 6'b001101) | (opcode == 6'b001110) | (opcode == 6'b001111) | (opcode == 6'b001010) | (opcode == 6'b001011) | ((opcode == 6'b010000) & (instr[25:21] == 5'b00000)) ) ? 1'b0 : 1'b1 );
    assign RegWrite = ~ ((opcode == 6'b101000) | (opcode == 6'b101001) | (opcode == 6'b101011) | ((opcode == 6'b000000) & (funct == 6'b011000)) | ((opcode == 6'b000000) & (funct == 6'b011001)) | ((opcode == 6'b000000) & (funct == 6'b011010)) | ((opcode == 6'b000000) & (funct == 6'b011011)) | (opcode == 6'b000100) | (opcode == 6'b000101) | (opcode == 6'b000110) | (opcode == 6'b000111) | (opcode == 6'b000001 & (instr[20:16] == 5'b00000)) | (opcode == 6'b000001 & (instr[20:16] == 5'b00001)) | (opcode == 6'b000010) | ((opcode == 6'b000000) & (funct == 6'b001000)) | ((opcode == 6'b000000) & (funct == 6'b010001)) | ((opcode == 6'b000000) & (funct == 5'b010011)) | ((opcode == 6'b010000) & (instr[25:21] == 5'b00100)) | (instr == 32'h42000018) | (instr == 32'd0));
    assign Jump = ((opcode == 6'b000010) | (opcode == 6'b000011));   
    assign Link = ((opcode == 6'b000011)) ? 2'b01 : ( (((opcode == 6'b000000) & (funct == 6'b001001))) ? 2'b10 : 2'b00 );        
    assign JR = (((opcode == 6'b000000) & (funct == 6'b001000)) | ((opcode == 6'b000000) & (funct == 6'b001001)));   
    assign OverflowDect = (((opcode == 6'b000000) & (funct == 6'b100000)) | ((opcode == 6'b000000) & (funct == 6'b100010)) | (opcode == 6'b001000));
    assign CP0Write = (((opcode == 6'b010000) & (instr[25:21] == 5'b00100)));
    assign ERET = ((instr == 32'h42000018));
endmodule
==> ./run.sh <==
#!/bin/bash
# OpenROAD 26Q1-2900-gdf79404cd8, Yosys 0.63+post, stock flow scripts
make -C /OpenROAD-flow-scripts/flow DESIGN_CONFIG=/design/flow/config.mk WORK_HOME=/design/flow/orfs finish
==> ./config.mk <==
export PLATFORM = sky130hd
export DESIGN_NAME = Controller
export DESIGN_NICKNAME = Controller
export VERILOG_FILES = /design/flow/design.v
export SDC_FILE = /design/flow/constraint.sdc
export NUM_CORES = 4
export LEC_CHECK = 1
export CORE_AREA = 10 10 91 91
export DIE_AREA = 0 0 101 101
==> ./constraint.sdc <==
current_design Controller

set clk_period 5.8
set clk_io_pct 0.2

create_clock -name clk0 -period $clk_period

set non_clock_inputs [all_inputs -no_clocks]
set_input_delay [expr $clk_period * $clk_io_pct] -clock clk0 $non_clock_inputs
set_output_delay [expr $clk_period * $clk_io_pct] -clock clk0 [all_outputs]
==> impl_metrics.py <==
# Auto-generated metrics
metrics = {
    "status": {
        "status": "finished clean",
    },
    "finish": {
        "stdcell_count": 240,
        "ff_latch_area_um2": 0,
        "areaGrowthSynthToFinish_pct": 75.0,
        "nClkBuffers": 0,
        "finalCoreUtilization_pct": 21.0,
        "drive_gt1_share_pct": 7.98,
        "seq_cells": 0,
        "design_area_um2": 1330,
    },
    "drt": {
        "insertedDiodeCount": 0,
        "routed_wl_um": 3400,
        "viasPerCell": 4.29,
        "dr.first_iter.drc_count": 43,
        "drtAntennaViolNets": 0,
        "drt-wirelength-per-cell_um": 14.2,
        "via_count": 1030,
        "first_pass_iters": 4,
        "drc": 0,
    },
    "cts": {
        "cts_setup_buffers": 0,
        "cts_resized": 0,
        "cts_hold_buf": 0,
    },
    "min_path": {
        "hp-class": "in2out",
    },
    "logic_synthesis": {
        "top_area_share_pct": 7.39,
        "yosys-stat-area_um2": 762,
        "synthCells": 119,
        "top_cell": "nor2_1",
        "syn-cell-area_um2": 762,
        "yosysWarningCount": 0,
        "top_area_cell": "nor2_1",
        "postSynthAreaPerCell_um2": 6.40,
        "top_cells_by_area": "nor2_1, a21oi_1, nand2_1",
        "yosys-top-cells-count": "nor2_1, nand2_1, a21oi_1",
        "postSynthSeqShare_pct": 0,
        "ys_cells": 119,
        "ys_types": 43,
    },
    "final_timing": {
        "worst_slack_ns": 1.10,
        "fmax_mhz": 213,
        "max_slew.worst_pin.slew_ns": 0.531,
        "hold_viol": 0,
        "finalClockPeriodUsage_pct": 81.1,
        "whs_ns": 3.35,
        "fin_tns_setup_ns": 0,
        "fin_crit_ns": 4.70,
        "rsz0062_at_grt": "no",
        "slew_headroom_pct": 64.1,
        "slew_viol_final": 0,
        "setup_viol": 0,
    },
    "job": {
        "drv_cap": 0,
        "warnings": 32,
    },
    "pwr": {
        "p_leak_nw": 0.404,
        "max-vdd-ir-drop_mv": 0.0244,
        "power.density_nw_per_um2": 49.9,
        "totalPowerFinal_mw": 0.0665,
    },
    "placed_design": {
        "dpl_worst_slack_ns": 1.11,
        "dp_hpwl_um": 2950,
        "io_buffers": 53,
        "numPlacedInstances": 240,
        "place_area_um2": 1330,
        "gp_congestion": 0.848,
    },
    "worst_setup_path": {
        "critPathArrivalTime_ns": 3.54,
        "cp.required_ns": 4.64,
        "critPathLaunchType": "primary input",
        "critical_path_class": "in2out",
        "cp-end-kind": "output pin",
        "worstPathMaxFanout": 15,
    },
    "floorplan": {
        "chipArea_um2": 10200,
        "fp-utilization_pct": 12.0,
        "dieHeight_um": 101,
        "rows": 29,
        "coreArea_um2": 6350,
        "die_w_um": 101,
        "ios": 53,
    },
    "global_route": {
        "overflow": 0,
        "use_met1_pct": 8.15,
        "grt.total_usage_pct": 6.30,
        "grt_max_degree": 16,
        "busiest_layer": "met2",
        "use_met2_pct": 11.3,
        "antenna_found_initial": 0,
        "globalRouteMet3Util_pct": 1.04,
        "grt_pass1_vias": 977,
        "grt_pass1_wl_um": 5240,
    },
}
-- cell usage in the layout (no fill, tap or decap), types with 2 or more instances in the layout --
| master | instances |
|---|---|
| nor4_1 | 5 |
| nor3b_1 | 2 |
| nor2_1 | 15 |
| nand4b_1 | 3 |
| clkdlybuf4s50_1 | 53 |
| o21bai_1 | 4 |
| or2b_1 | 2 |
| a21oi_1 | 10 |
| nor4bb_1 | 2 |
| o22ai_1 | 3 |
| nand2_1 | 12 |
| o21ai_0 | 3 |
| nor3_2 | 2 |
| or3_1 | 2 |
| nand2b_1 | 5 |
| inv_1 | 2 |
| a211oi_1 | 3 |
| nor4b_1 | 3 |
| nor2b_1 | 5 |
| nor3_1 | 3 |
| nand3_1 | 4 |
-- cell families (layout without fill, tap and decap cells) --
kind of cell | after synthesis | count (layout) | share of synthesized area, %
simple gates | 77 | 77 | 64.4
buf+inv | 11 | 55 | 8.21
compound gates | 30 | 30 | 26.1
mux | 1 | 1 | 1.31
-- routing by layer --
metal  vias up  wire length [um]
met5         -                 0
met4         0                 0
met3         0               206
met2        33              1760
met1       465              1440
li1        532                 -
-- critical path, cell delays in order --
cell	delay (ns)
clkdlybuf4s50_1	0.79
nand2b_1	0.26
nand2b_1	0.08
a32o_1	0.21
a211oi_1	0.20
nor4bb_1	0.30
clkdlybuf4s50_1	0.53
-- path summary, 6_finish.rpt --
check / from / endpoint / slack [ns] / cells after the start
hold / removal: instr[25] / CP0Write / 3.35 / 3
setup / recovery: instr[28] / OpcodeException / 1.10 / 7
-- where the power goes --
| group | leakage, nW | internal, mW | switching [mW] |
|---|---|---|---|
| Combinational | 0.404 | 0.0376 | 0.0290 |
| Sequential | 0 | 0 | 0 |
| Clock | 0 | 0 | 0 |
-- cell type report --
type	count	area, um^2
multi-input cells	108	699
well taps	77	96.3
fillers	700	5020
repair buffers	53	531
inverters	2	7.51
Power figures rest on the tool's default switching activity, not on a simulated workload.
