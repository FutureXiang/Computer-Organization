==> design/flow/design.v <==
module IDEX(
    input [31:0] in_IR,
    input [4:0] in_A3,
    input [4:0] in_A2,
    input [4:0] in_A1,
    input [31:0] in_V2,
    input [31:0] in_V1,
    input [31:0] in_E32_sign,
    input [31:0] in_E32_zero,
    input [31:0] in_E32_lui,
    input [31:0] in_PCp4,
    input in_RegWrite,
    input in_MemtoReg,
    input in_MemWrite,
    input [3:0] in_ALUControl,
    input [1:0] in_ALUSrc,
    input [1:0] in_Link,
	input in_OverflowD,
	input in_CP0WE,
    input NOP_CLR,
    input CLK,
	input reset,
    output reg [31:0] IR,
    output reg [4:0] A3,
    output reg [4:0] A2,
    output reg [4:0] A1,
    output reg [31:0] V2,
    output reg [31:0] V1,
    output reg [31:0] E32_sign,
    output reg [31:0] E32_zero,
    output reg [31:0] E32_lui,
    output reg [31:0] PCp4,
    output reg RegWrite,
    output reg MemtoReg,
    output reg MemWrite,
    output reg [3:0] ALUControl,
    output reg [1:0] ALUSrc,
    output reg [1:0] Link,
	output reg OverflowD,
	output reg CP0WE,
	input [4:0] X_in,
	output reg [4:0] X,
    input AWAYin,
    output reg AWAY
    );
    always @ (posedge CLK) begin
        if(NOP_CLR | reset) begin
		    IR <= 0;
            A3 <= 0;
            A2 <= 0;
            A1 <= 0;
            V2 <= 0;
            V1 <= 0;
            E32_sign <= 0;
            E32_zero <= 0;
            E32_lui  <= 0;
            PCp4 <= 0;
            RegWrite <= 0;
            MemtoReg <= 0;
            MemWrite <= 0;
            ALUSrc <= 0;
            ALUControl <= 0;
            Link <= 0;
			OverflowD <= 0;
			CP0WE <= 0;
			X <= 0;
            AWAY <= 0;
        end
        else begin
            IR <= in_IR;
            A3 <= in_A3;
            A2 <= in_A2;
            A1 <= in_A1;
            V2 <= in_V2;
            V1 <= in_V1;
            E32_sign <= in_E32_sign;
            E32_zero <= in_E32_zero;
            E32_lui  <= in_E32_lui;
            PCp4 <= in_PCp4;
            RegWrite <= in_RegWrite;
            MemtoReg <= in_MemtoReg;
            MemWrite <= in_MemWrite;
            ALUSrc <= in_ALUSrc;
            ALUControl <= in_ALUControl;
            Link <= in_Link;
			OverflowD <= in_OverflowD;
			CP0WE <= in_CP0WE;
			X <= X_in;
            AWAY <= AWAYin;
        end
    end
endmodule
==> design/flow/run.sh <==
#!/bin/bash
# OpenROAD 26Q1-2900-gdf79404cd8, Yosys 0.63+post, stock flow scripts
make -C /OpenROAD-flow-scripts/flow DESIGN_CONFIG=/design/flow/config.mk WORK_HOME=/design/flow/orfs finish
==> design/flow/config.mk <==
export PLATFORM = sky130hd
export DESIGN_NAME = IDEX
export DESIGN_NICKNAME = IDEX
export VERILOG_FILES = /design/flow/design.v
export SDC_FILE = /design/flow/constraint.sdc
export NUM_CORES = 4
export LEC_CHECK = 1
export CORE_AREA = 10 10 277 277
export DIE_AREA = 0 0 287 287
==> design/flow/constraint.sdc <==
current_design IDEX

set clk_period 1.0
set clk_io_pct 0.2

create_clock -name clk0 -period $clk_period [get_ports {CLK}]

set non_clock_inputs [all_inputs -no_clocks]
set_input_delay [expr $clk_period * $clk_io_pct] -clock clk0 $non_clock_inputs
set_output_delay [expr $clk_period * $clk_io_pct] -clock clk0 [all_outputs]
==> results_slide.txt <==
Run Summary

Timing
  • Fmax: 0.783 GHz
  • Final Hold Vio Count: 0
  • Fin crit share: 1.28
  • Relative slew slack: 0.806
  • Final Critical Period: 1.28 ns
  • TNS Setup: -44.78 ns
  • RSZ-0062 raised after global routing: true
  • Pins Over Slew Limit: 0
  • Worst-margin pin slew: 0.291 ns
  • Worst Slack Setup Final: -0.277 ns
  • Setup violations, final: 258

Layout
  • Fin util: 0.202
  • Storage cell area: 5240 um^2
  • Area Growth Syn to Fin: 77.3%
  • Fillcell total: 7626
  • Logic area: 2290 um^2
  • Layout cells sized above 1: 0.415

CTS
  • CTS tree: done
  • CTS clk-pin slew, worst paths: 0.06 ns
  • CTS root buf: clkbuf_16
  • TritonCTS Buffers: 29
  • H-tree Lvls: 1
  • Setup bufs post-CTS: 0
  • Clk buf depth: 3
  • Clock Sinks: 258

Global routing
  • Total grt overflow: 0
  • First-pass GRT wire length: 45000 um
  • Initial antenna violation count: 1
  • Number of global-route vias before repair: 6855
  • Largest net degree at the start of global routing: 55
  • Gr usage total: 0.0716

Floorplanning
  • Row cnt: 97
  • Die width: 287 um
  • # IOs: 519
  • Die height: 287 um
  • Die Area: 82400 um^2
  • Core area: 70400 um^2
  • FP Util: 0.114

Critical path
  • CP required: 0.80 ns
  • Setup crit end kind: primary output
  • CP delay by family, top: flip-flops
  • Crit path max-delay cell type: dfxtp_4
  • CP max FO: 1
  • CP arrival: 1.08 ns
  • Kind of critical path: flip-flop to primary output
  • WP buf/inv: 1
  • Startpoint type of the worst setup path: flip-flop
  • Largest stage delay on the critical path: 0.40 ns
  • Crit-path cells: buf_6

Routing
  • Final WL: 31700 um
  • Mean routed wirelength per cell: 15.2 um
  • # diodes: 0
  • DRT Pass-1 Iters: 4
  • Via count: 6336
  • Drt initial violations: 175
  • DRC: 0
  • Antenna-violating nets left: 0
  • Vias per cell: 3.05

Pwr
  • Cell Pwr Density: 1650 nW/um^2
  • VDD IR-drop max: 0.00127 V
  • Leakage: 5.77 nW

Synthesis
  • Post-synth regs: 258
  • Syn_area_per_cell: 14.0 um^2
  • Synth warn: 1
  • Post-synth cell types: 6
  • Top cells by count: 258 x dfxtp_1, 188 x nor3b_1, 70 x nor3b_2
  • Share of the synthesized area in the top cell type: 0.643
  • Main flop type: dfxtp_1
  • Synth area leaders: dfxtp_1 64%, nor3b_1 18%, nor3b_2 11%
  • Top cell type by total area after synthesis: dfxtp_1
  • Most common cell in the netlist: dfxtp_1
  • Post-synth ARST share: 0
  • Synthesized cell area: 8040 um^2
  • Sequential share of the synthesized area: 0.643
  • Post-Syn Instances: 574
  • Post-synth EDFFs: 0
  • Yosys Instances: 574
  • Post-synth area from yosys stat: 8040 um^2

Flow run
  • Count of tool warnings: 27
  • MaxCap Viol Count: 0

Placement
  • Gp weighted congestion: 0.826
  • Buffers added on ports: 518
  • Post-DP HPWL: 24700 um

Min path
  • Worst min-delay path class: primary input to flip-flop

Status
  • Status: finished with violations
  • Failing checks: setup timing
==> sequential cells by signal, indices dropped and copies added (netlist names) <==
register    count
V1             32
A3              5
E32_lui        32
ALUSrc          2
E32_zero       32
A1              5
A2              5
X               5
V2             32
RegWrite        1
OverflowD       1
E32_sign       32
Link            2
CP0WE           1
PCp4           32
MemtoReg        1
ALUControl      4
MemWrite        1
AWAY            1
IR             32
==> per-stage QoR <==
stage / cell area, um^2 / setup slack [ns] / power (mW) / std cells / hold slack, ns
after floorplan: 8040 / 0.171 / 11.8 / 574 / 0.357
after CTS: 14200 / -0.345 / 24.0 / 2079 / 0.0234
after global placement: 14400 / -0.276 / 13.9 / 2024 / 0.543
after detailed placement: 14400 / -0.270 / 13.9 / 2024 / 0.542
after global routing: 14300 / -0.336 / 24.5 / 2079 / 0.0506
final: 14300 / -0.277 / 23.5 / 2079 / 0.0601
==> cell usage in the layout, fill, tap and decap left out <==
cell type	netlist	final
buf_12	0	19
buf_2	6	241
buf_4	8	31
buf_6	44	17
buf_8	0	2
clkbuf_1	0	10
clkbuf_16	0	29
clkbuf_8	0	7
clkdlybuf4s50_1	0	258
clkinv_2	0	4
clkinv_4	0	3
dfxtp_1	258	209
dfxtp_2	0	43
dfxtp_4	0	6
dlygate4sd3_1	0	1
inv_6	0	1
nor3b_1	188	188
nor3b_2	70	70
==> path summary, 6_finish.rpt <==
| kind | slack [ns] | end | depth (start not counted) | from |
|---|---|---|---|---|
| worst max-delay path | -0.28 | V2[14] | 1 | V2[14] |
| worst min-delay path | 0.06 | E32_lui[14] | 3 | reset |
==> final cells by class <==
type | count | area share
flip-flops and latches | 258 | 0.368
clock buffers | 46 | 0.0603
clock inverters | 8 | 0.00386
repair buffers | 569 | 0.325
multi-input cells | 258 | 0.160
well taps | 940 | 0.0825
==> layer usage <==
layer	global-route usage	wire length (um)	share of wire	up-vias
met5	0	0	0	-
met4	0.0171	833	0.026	0
met3	0.0322	3710	0.12	43
met2	0.124	15600	0.49	325
met1	0.0790	11500	0.36	2928
li1	-	-	-	3040
==> report_power, final <==
group / total (mW) / internal, mW / switching [mW]
Clock: 10.2 / 5.87 / 4.30
Combinational: 2.48 / 1.70 / 0.787
Sequential: 10.8 / 10.7 / 0.119
==> worst min-delay path, cell delays in order <==
cell and delay, ns:
buf_8 0.18, nor3b_1 0.08, buf_4 0.12
==> what timing repair did <==
item                                    in CTS  in global routing
endpoints found under the setup margin     258                258
gates resized                              902                 25
hold endpoints to repair                     2                  0
hold buffers                                 1                  0
==> cells by family after synthesis <==
| family | count (synthesis) | share of synthesized area |
|---|---|---|
| buffers and inverters | 58 | 0.0729 |
| flip-flops | 258 | 0.643 |
| AND/OR/NAND/NOR | 258 | 0.285 |
Power figures rest on the tool's default switching activity, not on a simulated workload.
