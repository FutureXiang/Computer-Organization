$ cat /design/flow/config.mk
export PLATFORM = sky130hd
export DESIGN_NAME = code
export DESIGN_NICKNAME = code
export VERILOG_FILES = /design/flow/design.v
export SDC_FILE = /design/flow/constraint.sdc
export NUM_CORES = 4
export LEC_CHECK = 1
export CORE_UTILIZATION = 50
$ cat /design/flow/constraint.sdc
current_design code

set clk_period 14.4
set clk_io_pct 0.2

create_clock -name clk0 -period $clk_period [get_ports {Clk}]

set non_clock_inputs [all_inputs -no_clocks]
set_input_delay [expr $clk_period * $clk_io_pct] -clock clk0 $non_clock_inputs
set_output_delay [expr $clk_period * $clk_io_pct] -clock clk0 [all_outputs]
$ cat /design/flow/design.v
`timescale 1ns / 1ps
module code(
    input Clk,
    input En,
    input Reset,
    input Slt,
    output [63:0] Output0,
    output [63:0] Output1
    );
	reg [63:0] RegOutput0;
	reg [63:0] RegOutput1;
	initial begin
		RegOutput0 <= 0;
		RegOutput1 <= 0;
	end
	assign Output0 = RegOutput0;
	assign Output1 = RegOutput1>>2;
	always@(posedge Clk) begin
		if(Reset) begin
			RegOutput0 <= 0;
			RegOutput1 <= 0;
		end
		else if(En) begin
			if(Slt==0)
				RegOutput0<=RegOutput0+1;
			else
				RegOutput1<=RegOutput1+1;
		end
	end
endmodule
$ cat /design/flow/run.sh
#!/bin/bash
# OpenROAD 26Q1-2900-gdf79404cd8, Yosys 0.63+post, stock flow scripts
make -C /OpenROAD-flow-scripts/flow DESIGN_CONFIG=/design/flow/config.mk WORK_HOME=/design/flow/orfs finish
==> results.py <==
# Auto-generated metrics
metrics = {
    "status": {
        "outcome": "completed",
    },
    "synthesis": {
        "ys_cells": 834,
        "async_flop_share": 0,
        "synth-edff-count": 0,
        "synth_flops": 128,
        "synth.avg_cell_area_sq_um": 8.12,
        "synth_seq_share": 0.378,
        "synthDistinctLibCells": 41,
        "yosys_area_sq_um": 6770,
        "ff_type": "dfxtp_1",
        "synthCells": 834,
        "yosysWarnings": 1,
        "synth_area_sq_um": 6770,
    },
    "placement": {
        "place.gp.congestion": 0.878,
        "hpwl_um": 11700,
        "postPlaceCellArea_sq_um": 7750,
        "port_buffers": 129,
    },
    "critical_path": {
        "path_max_fanout": 17,
        "critPathLaunchType": "input pin",
        "cp-end-kind": "flop",
        "cp.required_ns": 14.74,
        "crit_arrival_ns": 5.41,
        "critical_path_class": "in -> reg",
    },
    "cells_and_area": {
        "lay_top_cells": "dfxtp_1, clkdlybuf4s50_1, nor2_1",
        "design_area_sq_um": 8350,
        "fillers": 1106,
        "area_growth_pct": 23.3,
        "fin_util": 0.630,
        "drive_above_1_share": 0.0592,
    },
    "floorplan": {
        "core_sq_um": 13200,
        "die.size.y_um": 118,
        "fp_util": 0.512,
        "ios": 132,
        "die_w_um": 118,
        "dieArea_sq_um": 14000,
        "rows": 42,
    },
    "clock_network": {
        "ctsHoldBuffers": 0,
        "postCtsSetupRepairBufs": 0,
        "cts_root_buf": "clkbuf_16",
        "path_clk_slew_ns": 0.06,
        "cts_max_level": 4,
        "post_cts_resized": 0,
        "cts_tree": "done",
        "cts_sinks": 128,
        "numCtsBuffers": 17,
        "cts_buffer_depth": 2,
        "clk_latency_ns": 0.42,
    },
    "global_route": {
        "grt_pass1_vias": 5536,
        "antenna_found_initial": 0,
        "grt_max_degree": 74,
        "grt.overflow.total": 0,
        "grt_pass1_wl_um": 27900,
        "grt.total_usage": 0.252,
    },
    "sta": {
        "rsz0062_at_grt": "false",
        "hold_violations": 0,
        "relSlewSlack": 0.314,
        "drv_slew": 0,
        "hold_ws_ns": 0.481,
        "clock_skew_ns": 0.00853,
        "finalSetupViolations": 0,
        "min_period_ns": 5.07,
        "worst_pin_slew_ns": 1.02,
        "min_period_over_period": 0.352,
        "fmax_mhz": 197,
        "tns_ns": 0,
    },
    "route": {
        "drc": 0,
        "ant_nets": 0,
        "drtPass1Iterations": 5,
        "via_per_inst": 5.74,
        "drt_iter0_markers": 455,
        "vias": 6250,
        "antenna_cells": 0,
        "wl_um": 17100,
        "avgRoutedWirePerCell_um": 15.7,
    },
    "power_and_ir_drop": {
        "power_leakage_nw": 2.56,
        "power_density_nw_per_um2": 95.8,
        "ir_worst_vdd_mv": 0.0722,
    },
    "run": {
        "cap_violations": 0,
        "tool_warnings": 26,
    },
    "hold_path": {
        "hp-class": "reg -> reg",
    },
}
## sequential cells by signal, summed over array words and instances, names as in the netlist
name        flops
RegOutput1     64
RegOutput0     64
## stage by stage
stage          instances  setup slack (ns)  power (mW)
5_1_grt             1088              9.21       0.831
2_1_floorplan        835             10.07       0.371
6_report            1088              9.33       0.800
3_3_place_gp        1056              9.05       0.374
4_1_cts             1088              9.39       0.808
3_5_place_dp        1056              8.97       0.374
## Yosys cell counts, types with 3 or more instances
master / n / area share
nor3b_1: 3 / 0.0033
o31ai_1: 23 / 0.025
inv_1: 14 / 0.0078
or3_1: 33 / 0.030
xor2_1: 46 / 0.059
and3_1: 11 / 0.010
nor4_1: 28 / 0.026
nand4_2: 3 / 0.0055
o21ai_0: 33 / 0.024
nand4_1: 58 / 0.054
nor4b_1: 3 / 0.0039
and2_1: 7 / 0.0065
nor2_1: 88 / 0.049
xnor2_1: 17 / 0.022
nand2_1: 59 / 0.033
or2_2: 3 / 0.0028
a21oi_1: 57 / 0.042
clkbuf_1: 24 / 0.013
or4_1: 23 / 0.025
dfxtp_1: 128 / 0.38
nor3_1: 11 / 0.0081
nor2b_1: 7 / 0.0065
nand3_1: 60 / 0.044
and4_1: 7 / 0.0091
mux2_2: 5 / 0.0083
buf_4: 64 / 0.071
## cells by family after synthesis
kind of cell	synth area share
AND/OR/NAND/NOR	0.339
flip-flops	0.378
AND-OR/OR-AND	0.0948
buffers and inverters	0.0944
XOR/XNOR	0.0815
multiplexers	0.00831
adder cells (fa/ha/maj)	0.00369
other	0.000554
## final cells by class
| class | count | area [sq um] | share of cell area |
|---|---|---|---|
| timing repair buffer | 135 | 1330 | 0.160 |
| clock buffer | 21 | 460 | 0.0551 |
| inverter | 14 | 52.6 | 0.00629 |
| tap | 176 | 220 | 0.0264 |
| sequential | 128 | 2560 | 0.307 |
| clock inverter | 11 | 138 | 0.0165 |
| multi-input combinational | 603 | 3580 | 0.429 |
## power breakdown
part           leakage, nW  switching, mW  internal (mW)
sequential            1.03       0.000774          0.355
clock                0.289          0.154          0.279
combinational         1.25        0.00821        0.00275
## critical path, cell delays in order
cell             delay [ns]
clkdlybuf4s50_1        0.52
nand2b_1               0.34
nor3_1                 0.35
nand4_1                0.55
or4_1                  0.61
a21oi_1                0.14
## metal layers
| metal | global-route usage | wire length (um) |
|---|---|---|
| met3 | 0.0487 | 856 |
| met1 | 0.396 | 8140 |
| met4 | 0.0530 | 289 |
| met2 | 0.370 | 7850 |
| met5 | 0 | 0 |
## worst paths after layout
check / start / end / slack [ns] / depth (start not counted)
hold / removal: RegOutput1[1] / RegOutput1[1] / 0.48 / 2
hold reg to reg: RegOutput1[1] / RegOutput1[1] / 0.48 / 2
setup reg to reg: RegOutput0[5] / RegOutput0[53] / 11.75 / 5
setup / recovery: Slt / RegOutput0[53] / 9.33 / 6
Power is estimated from default activity; no workload was simulated.
