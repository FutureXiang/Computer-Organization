==> flow/run.sh <==
#!/bin/bash
# OpenROAD 26Q1-2900-gdf79404cd8, Yosys 0.63+post, stock flow scripts
make -C /OpenROAD-flow-scripts/flow DESIGN_CONFIG=/design/flow/config.mk WORK_HOME=/design/flow/orfs finish
==> flow/design.v <==
`timescale 1ns / 1ps
module LoadMem(
    input [31:0] RawData,
    input [1:0] Alower,
    input [3:0] MemCode,
    output [31:0] TrueData
    );
	assign WORD = (MemCode==4'b0000);
	assign HALF = (MemCode==4'b0010) | (MemCode==4'b0100);
	assign BYTE = (MemCode==4'b0011) | (MemCode==4'b0101);
	wire [31:0] ReadWORD = RawData ;
	wire [15:0] ReadHALF00 = ReadWORD[15:0];
	wire [15:0] ReadHALF10 = ReadWORD[31:16];
	wire [15:0] ReadHALF_temp = (Alower==2'b00) ? ReadHALF00 : ReadHALF10 ;
	wire [31:0] ReadHALF_signed     = { {16{ReadHALF_temp[15]}} , ReadHALF_temp };
	wire [31:0] ReadHALF_unsigned   = { 16'b0                   , ReadHALF_temp };
	wire [31:0] ReadHALF = (MemCode==4'b0010) ? ReadHALF_signed : ReadHALF_unsigned ;
	wire [7:0] ReadBYTE00 = ReadWORD[7:0];
	wire [7:0] ReadBYTE01 = ReadWORD[15:8];
	wire [7:0] ReadBYTE10 = ReadWORD[23:16];
	wire [7:0] ReadBYTE11 = ReadWORD[31:24];
	wire [7:0] ReadBYTE_temp  = (Alower==2'b00) ? ReadBYTE00 : 
					  			( (Alower==2'b01) ? ReadBYTE01 :
					  			( (Alower==2'b10) ? ReadBYTE10 : ReadBYTE11 ) );
	wire [31:0] ReadBYTE_signed     = { {24{ ReadBYTE_temp[7]}} , ReadBYTE_temp}; 
	wire [31:0] ReadBYTE_unsigned   = { 24'b0                   , ReadBYTE_temp}; 
	wire [31:0] ReadBYTE = (MemCode==4'b0011) ? ReadBYTE_signed : ReadBYTE_unsigned ;
	assign TrueData = (WORD) ? (ReadWORD) : ( (HALF) ? (ReadHALF) : ( (BYTE) ? ReadBYTE : RawData ) ) ;
endmodule
==> flow/constraint.sdc <==
current_design LoadMem

set clk_period 4.7
set clk_io_pct 0.2

create_clock -name clk0 -period $clk_period

set non_clock_inputs [all_inputs -no_clocks]
set_input_delay [expr $clk_period * $clk_io_pct] -clock clk0 $non_clock_inputs
set_output_delay [expr $clk_period * $clk_io_pct] -clock clk0 [all_outputs]
==> flow/config.mk <==
export PLATFORM = sky130hd
export DESIGN_NAME = LoadMem
export DESIGN_NICKNAME = LoadMem
export VERILOG_FILES = /design/flow/design.v
export SDC_FILE = /design/flow/constraint.sdc
export NUM_CORES = 4
export LEC_CHECK = 1
export CORE_AREA = 10 10 96 96
export DIE_AREA = 0 0 106 106
==> reports/qor.yml <==
die_area_um2: 11240
cpMostUsedCell: "clkdlybuf4s50_1"
wl_per_cell_um: 15.86
fin_crit_sh_pct: 86.40
fillerInstances: 819
grt_pass1_vias: 1160
yosysWarnings: 3
ctsHoldBuffers: 0
grt_max_degree: 25
drt_iter0_markers: 20
cp_num_cells: 7
synth_cell_types: 27
slowest_stage: "clkdlybuf4s50_1"
design_area_um2: 1612
overflow: 0
wirelength_um: 4505
max_stage_delay_ps: 580
irDropWorstVdd_mv: 0.01912
hold_violations: 0
setup_violations: 0
cp.required_ps: 3760
first_pass_iters: 3
netlist_instances: 123
place_area_um2: 1612
cp.buffers_inverters: 3
timing.slew.headroom_pct: 66.97
critical_path_class: "in -> out"
drv_slew: 0
final_core_util_pct: 22.34
ant_nets: 0
min_path_type: "in -> out"
synthesis.area_um2: 839.6
dp_hpwl_um: 3734
warning_count: 32
synthAoiAreaFrac_pct: 48.73
flop-count: 0
cp-startpoint: "Alower[1]"
initCoreUtil_pct: 11.64
path_cells: "clkdlybuf4s50_1, buf_4, nand2b_1, o22ai_1, nand2_1, o211ai_1, clkdlybuf4s50_1"
max_freq_ghz: 0.2463
dp_slack_ps: 600.9
boundaryPins: 70
holdPathStages: 4
xor_share_pct: 1.043
outcome: "complete, no violations"
rsz0062_at_grt: "false"
tightest_slew_ps: 495.5
end_kind: "primary output"
port_buffers: 70
worst_slack_ps: 639.1
adder_share_pct: 0
worstHoldStart: "RawData[0]"
core_um2: 7214
synthToLayoutAreaGrowth_pct: 91.95
syn_avg_cell_area_um2: 6.826
drive_gt1_share_pct: 14.05
ys_seq_share_pct: 0
die_h_um: 106
via_count: 1134
grtUsageTotal_pct: 7.457
antenna_cells: 0
rows: 31
critPathTopFamily: "buffers and inverters"
fp.dieW_um: 106
power.leakage_nw: 0.6466
path_max_fanout: 11
cts_resized: 0
antenna_found_initial: 0
ys_top_logic_family: "AND-OR/OR-AND gates"
seq_area_um2: 0
simple_gate_share_pct: 18.18
critPathLaunchType: "input pin"
via_per_inst: 3.993
drc: 0
grt_pass1_wl_um: 6803
n_clock_buffer: 0
ys_cells: 123
fin_crit_ps: 4061
routabilityCongestion: 0.7664
maxCapViolCount: 0
mux_share_pct: 21.31
cts_setup_buffers: 0
worstPathArrival_ps: 3120
ys_area_um2: 839.6
powerDensity_nw_per_um2: 104.8
final.setup.tns_ps: 0
## per-stage QoR
| stage | hold slack, ps | std cells | total power [mW] |
|---|---|---|---|
| global route | 2870 | 284 | 0.1847 |
| global placement | 2846 | 284 | 0.1712 |
| detailed placement | 2827 | 284 | 0.1715 |
| floorplan | 1941 | 123 | 0.06456 |
| finish | 2818 | 284 | 0.1689 |
| CTS | 2837 | 284 | 0.1727 |
## cell usage after synthesis
| cell | count | area share [%] |
|---|---|---|
| nand2_1 | 19 | 8.5 |
| a21oi_1 | 14 | 8.3 |
| o211ai_1 | 14 | 13 |
| a21o_2 | 10 | 10 |
| mux2i_1 | 10 | 12 |
| nor2_1 | 8 | 3.6 |
| a22oi_1 | 7 | 6.3 |
| mux2_2 | 7 | 9.4 |
| a21o_1 | 6 | 5.4 |
| buf_2 | 5 | 3.0 |
| clkbuf_1 | 4 | 1.8 |
| buf_6 | 2 | 2.7 |
| inv_1 | 2 | 0.89 |
| o21ai_0 | 2 | 1.2 |
| a21oi_2 | 1 | 1.0 |
| buf_12 | 1 | 2.4 |
| nand2b_1 | 1 | 0.75 |
| nor2_2 | 1 | 0.75 |
| nor3_2 | 1 | 1.2 |
| nor3b_1 | 1 | 0.89 |
| o21a_4 | 1 | 1.8 |
| o22ai_1 | 1 | 0.75 |
| o2bb2ai_1 | 1 | 1.0 |
| or2_2 | 1 | 0.75 |
| or3_1 | 1 | 0.75 |
| or3b_1 | 1 | 1.0 |
| xnor2_1 | 1 | 1.0 |
## cell usage in the layout (no fill, tap or decap), types with 2 or more instances in the layout
cell / count
clkdlybuf4s50_1: 70
nand2_1: 19
o211ai_1: 14
a21oi_1: 14
mux2i_1: 10
a21o_2: 10
nor2_1: 8
mux2_2: 7
a22oi_1: 7
a21o_1: 6
buf_4: 4
inv_1: 2
o21ai_0: 2
## final timing paths
check	end	slack, ps
hold / removal	TrueData[0]	2820
setup / recovery	TrueData[8]	640
## tightest hold or removal path, stage by stage
cell and delay [ps]:
clkdlybuf4s50_1 400, nor2_1 100, a21oi_1 50, clkdlybuf4s50_1 400
## cells by family after synthesis
kind of cell | after synthesis
and+or+nand+nor | 34
xor gates and xnor gates | 1
AOI/OAI and AO/OA | 57
muxes | 17
buffers and inverters | 14
## metal layers
metal	routed length [um]	up-vias	global-route usage (%)
met2	2199	33	12.94
li1	-	585	-
met5	0	-	0
met3	273	0	1.651
met1	2031	516	9.800
met4	0	0	0
## final cells by class
cell class	instances	area (um^2)	share of cell area, %
Multi-Input combinational cell	109	749.5	46.51
Timing Repair Buffer	74	730.7	45.34
Inverter	2	7.507	0.4658
Tap cell	99	123.9	7.686
## where the power goes
part	switching, mW	internal, mW
combinational	0.0619	0.107
sequential	0	0
clock	0	0
total	0.0619	0.107
Power figures rest on the tool's default switching activity, not on a simulated workload.
