===== design.v =====
`timescale 1ns / 1ps
module ALU(
    input [31:0] A,
    input [31:0] B,
	input [4:0] shamt,
    input [3:0] ALUControl,
    output reg [31:0] Result,
	output OverflowException
    );
    wire [32:0] temp1 = ({A[31], A}) + ({B[31], B});
	wire [32:0] temp2 = ({A[31], A}) - ({B[31], B});
	assign OverflowException = ( (ALUControl==4'd0) & (temp1[32]!=temp1[31]) ) | ( (ALUControl==4'd1) & (temp2[32]!=temp2[31]) );
	always @(A, B, shamt, ALUControl, temp1, temp2) begin
        case (ALUControl)
        4'd0 : begin
                Result = A + B;
            end
        4'd1 : begin
                Result = A - B;
            end
        4'd2 : begin
                Result = A & B;
            end
        4'd3  : begin
                Result = A | B;
            end
        4'd4  : begin
                Result = A ^ B;
            end
        4'd5  : begin
                Result = ~(A | B);
            end
        4'd6 : begin
                Result = ($signed(A) < $signed(B));
            end
        4'd7 : begin
                Result = ({1'b0, A} < {1'b0, B});
            end
        4'd8 : begin
                Result = (B << shamt);
            end
        4'd9 : begin
                Result = (B >> shamt);
            end
        4'd10 : begin
                Result = ($signed(B) >>> $signed(shamt));
            end
        4'd11 : begin
                Result = (B << A[4:0]);
            end
        4'd12 : begin
                Result = (B >> A[4:0]);
            end
        4'd13 : begin
                Result = ($signed(B) >>> $signed(A[4:0]));
            end
        default: begin
                Result = 0;
        end
        endcase
    end
endmodule

===== run.sh =====
#!/bin/bash
# OpenROAD 26Q1-2900-gdf79404cd8, Yosys 0.63+post, stock flow scripts
make -C /OpenROAD-flow-scripts/flow DESIGN_CONFIG=/design/flow/config.mk WORK_HOME=/design/flow/orfs finish

===== config.mk =====
export PLATFORM = sky130hd
export DESIGN_NAME = ALU
export DESIGN_NICKNAME = ALU
export VERILOG_FILES = /design/flow/design.v
export SDC_FILE = /design/flow/constraint.sdc
export NUM_CORES = 4
export LEC_CHECK = 1
export CORE_UTILIZATION = 40

===== constraint.sdc =====
current_design ALU

set clk_period 12.5
set clk_io_pct 0.2

create_clock -name clk0 -period $clk_period

set non_clock_inputs [all_inputs -no_clocks]
set_input_delay [expr $clk_period * $clk_io_pct] -clock clk0 $non_clock_inputs
set_output_delay [expr $clk_period * $clk_io_pct] -clock clk0 [all_outputs]

==> reports/qor.txt <==
status = finished clean
residual DRC count = 0
max-slew violation count = 0
Die Y = 165.1 µm
number of global-route vias before repair = 11.75k
slowest library cell on the worst path = and4bb_1
MaxCap Viol Count = 0
FF+latch count = 0
GRT Total Usage = 0.4103
Core Density at Floorplan = 0.4084
Pwr per Cell Area = 50.75 nW/µm²
Max Fclk = 0.09721 GHz
Peak VDD IR = 0.03029 mV
Setup crit end kind = output port
synthesis-to-layout area growth = 11.28%
Fill cells = 2697
Ys Warns = 1
initial antenna violation count = 2
postcts setup bufs = 0
Buffers on Ports = 106
wirelength, routed = 55040 µm
antenna-violating nets left = 0
vias post-DR = 13.18k
CP Data Arrival Time = 7.79 ns
Slew Limit Headroom = 0.3228
Min Hold Slack = 6.367 ns
core footprint = 26060 µm²
Top delay family on crit path = buffers and inverters
CP Max Fanout = 56
Yosys cell types = 81
Seq/Total Area, Yosys = 0
# Cells Yosys = 1583
Pre-antenna DRT Iters = 6
post-layout period usage = 0.8230
synthesis area per yosys = 10640 µm²
routed len/inst = 28.56 µm
crit path time final = 10.29 ns
CP Data Required Time = 10.00 ns
unrepaired setup endpoints after global routing = no
final setup fails = 0
setup tns final = 0 ns
FP Rows = 59
Top cells excl fill/tap = nand2_1, nor2_1, mux2i_1
via/cell ratio = 6.837
Post-CTS Hold Buffers = 0
layout cells sized above 1 = 0.06847
total grt overflow = 0
CP peak stage delay = 0.94 ns
pin count of the biggest net entering global routing = 57
ant diodes = 0
Crit Path Class = input pin to output port
DIE WIDTH = 165.1 µm
clock buffers = 0
slew at the pin closest to its max-slew limit = 1.005 ns
type of origin of the critical path = input pin
FF/Latch Area = 0 µm²
initial DRC count = 1491
Crit path top cell by count = clkdlybuf4s50_1
Avg Inst Size Synth = 6.722 µm²
io pins = 106
first-pass GRT wire length = 80070 µm
cells after synthesis = 1583
half-perimeter wire length after placement = 42430 µm
Comb area = 9716 µm²
highest-count logic cell in the final layout = nand2_1
Synth Cell Area = 10640 µm²
post-CTS sizing = 0
crit path cell chain = clkdlybuf4s50_1 > and4bb_1 > mux2i_4 > buf_4 > mux4_2 > nand2_1 > a21oi_1 > a21o_1 > o21a_1 > nor4_1 > o21ai_0 > a211o_1 > clkdlybuf4s50_1
hold violation count in the final report = 0
P_leak = 5.030 nW
worst hold path class = input pin to output port
gpl congestion = 1.097
CP bufs+invs = 3
Tool Warnings = 103
chip area = 27260 µm²
-- routing by layer --
layer | GRT usage | wire length, µm | up-vias
met5 | 0 | 29 | -
li1 | - | - | 5931
met3 | 0.09549 | 6046 | 186
met2 | 0.5985 | 23080 | 904
met1 | 0.5675 | 22260 | 6150
met4 | 0.2031 | 3627 | 4
-- per-stage QoR --
| stage | power, mW | utilization | instances | setup slack, ns | cell area [µm²] |
|---|---|---|---|---|---|
| 5_1_grt | 0.6382 | 0.4544 | 1927 | 1.991 | 11840 |
| 3_3_place_gp | 0.5816 | 0.4544 | 1927 | 2.399 | 11840 |
| 6_report | 0.6009 | 0.4544 | 1927 | 2.213 | 11840 |
| 4_1_cts | 0.5828 | 0.4544 | 1927 | 2.318 | 11840 |
| 2_1_floorplan | 0.3593 | - | 1583 | 4.817 | 10640 |
| 3_5_place_dp | 0.5794 | 0.4544 | 1927 | 2.332 | 11840 |
-- cells in the mapped netlist, drive strengths merged (4+ instances only) --
cell type  instances  share of area
or4                6         0.0042
a211oi            33          0.023
o21a              11         0.0078
nor3b              6         0.0042
a32oi             11         0.0091
o2111ai           10         0.0082
xnor2             11         0.0091
nand3             51          0.024
a22oi              7         0.0049
and2               7         0.0041
mux2              12          0.013
clkbuf            85          0.030
nand2            212          0.075
mux4              27          0.057
and3              13         0.0076
mux2i            145           0.14
o21ai            103          0.048
a22o               4         0.0033
or3                7         0.0041
a311oi             6         0.0049
o311ai             5         0.0041
a211o              6         0.0049
nor4               9         0.0053
nand4             10         0.0059
nand2b             6         0.0035
a31oi             18          0.012
a221o             17          0.016
o211ai            25          0.018
a2111oi            6         0.0055
o21bai            21          0.015
buf               52          0.033
nor3              24          0.011
a21oi            130          0.061
o22ai             19          0.011
ha               103           0.12
nor2             141          0.050
o221ai            19          0.016
nor2b             16         0.0094
inv               92          0.032
a221oi            32          0.028
a21o              26          0.018
-- layout make-up --
| type | instances | share of cell area |
|---|---|---|
| Inverter | 92 | 0.02916 |
| Timing Repair Buffer | 146 | 0.1150 |
| Multi-Input combinational cell | 1354 | 0.8205 |
| Tap cell | 335 | 0.03540 |
-- worst paths after layout --
path	to	start	cells after the start
worst max-delay path	Result[25]	ALUControl[0]	13
worst min-delay path	Result[0]	ALUControl[2]	5
-- kinds of logic after synthesis --
group,synth area share
XOR/XNOR,0.01070
buffers and inverters,0.09559
adder cells (fa/ha/maj),0.1249
AND-OR/OR-AND,0.3456
multiplexers,0.2078
AND/OR/NAND/NOR,0.2155
-- where the power goes --
part / total, mW / internal (mW) / switching, mW
sequential: 0 / 0 / 0
combinational: 0.601 / 0.226 / 0.374
clock: 0 / 0 / 0
Power figures rest on the tool's default switching activity, not on a simulated workload.
