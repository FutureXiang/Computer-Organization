--- flow/run.sh ---
#!/bin/bash
# OpenROAD 26Q1-2900-gdf79404cd8, Yosys 0.63+post, stock flow scripts
make -C /OpenROAD-flow-scripts/flow DESIGN_CONFIG=/design/flow/config.mk WORK_HOME=/design/flow/orfs finish
--- flow/config.mk ---
export PLATFORM = sky130hd
export DESIGN_NAME = Forward_Controller
export DESIGN_NICKNAME = Forward_Controller
export VERILOG_FILES = /design/flow/design.v
export SDC_FILE = /design/flow/constraint.sdc
export NUM_CORES = 4
export LEC_CHECK = 1
export CORE_AREA = 10 10 113 113
export DIE_AREA = 0 0 123 123
--- flow/constraint.sdc ---
current_design Forward_Controller

set clk_period 2.1
set clk_io_pct 0.2

create_clock -name clk0 -period $clk_period

set non_clock_inputs [all_inputs -no_clocks]
set_input_delay [expr $clk_period * $clk_io_pct] -clock clk0 $non_clock_inputs
set_output_delay [expr $clk_period * $clk_io_pct] -clock clk0 [all_outputs]
--- flow/design.v ---
`timescale 1ns / 1ps
module Forward_Controller(
	input [31:0] IR_IFID,
	input [31:0] IR_IDEX,
    input [31:0] IR_EXMEM,
    input [31:0] IR_MEMWB,
	input [4:0] A1_rRF,
    input [4:0] A2_rRF,
	input [4:0] A1_IDEX,
    input [4:0] A2_IDEX,
	input [4:0] A2_EXMEM,
	input [4:0] A3_IDEX,
    input [4:0] A3_EXMEM,
    input [4:0] A3_MEMWB,
    output [2:0] x_MF_ALU_A,
    output [2:0] x_MF_ALU_B,
    output [2:0] x_MF_CMP_A,
    output [2:0] x_MF_CMP_B,
	output [2:0] x_MF_PC_JRrs,
	output 		 x_MF_DM_WD,
	output [1:0] x_MF_EPC
    );
	wire [1:0] Res_IDEX, Res_EXMEM, Res_MEMWB;
	Res_Translator GetRes(IR_IDEX, IR_EXMEM, IR_MEMWB,     Res_IDEX, Res_EXMEM, Res_MEMWB);
	wire [2:0] x_MF_ALU_A_noJAL = ((A1_IDEX==A3_EXMEM & A3_EXMEM!=0) & Res_EXMEM==2'b01) ? 3 : 
								( ((A1_IDEX==A3_MEMWB & A3_MEMWB!=0) & Res_MEMWB==2'b01) ? 2 :
								( ((A1_IDEX==A3_MEMWB & A3_MEMWB!=0) & Res_MEMWB==2'b10) ? 1 : 0 ) );
	wire [2:0] x_MF_ALU_B_noJAL = ((A2_IDEX==A3_EXMEM & A3_EXMEM!=0) & Res_EXMEM==2'b01) ? 3 : 
								( ((A2_IDEX==A3_MEMWB & A3_MEMWB!=0) & Res_MEMWB==2'b01) ? 2 :
								( ((A2_IDEX==A3_MEMWB & A3_MEMWB!=0) &  Res_MEMWB==2'b10) ? 1 : 0 ) );
	wire [2:0] x_MF_CMP_A_noJAL = ((A1_rRF==A3_EXMEM & A3_EXMEM!=0) & Res_EXMEM==2'b01) ? 3 : 
								( ((A1_rRF==A3_MEMWB & A3_MEMWB!=0) & Res_MEMWB==2'b01) ? 2 :
								( ((A1_rRF==A3_MEMWB & A3_MEMWB!=0) &  Res_MEMWB==2'b10) ? 1 : 0 ) );
	wire [2:0] x_MF_CMP_B_noJAL = ((A2_rRF==A3_EXMEM & A3_EXMEM!=0) & Res_EXMEM==2'b01) ? 3 : 
								( ((A2_rRF==A3_MEMWB & A3_MEMWB!=0) & Res_MEMWB==2'b01) ? 2 :
								( ((A2_rRF==A3_MEMWB & A3_MEMWB!=0) &  Res_MEMWB==2'b10) ? 1 : 0 ) );
	wire [2:0] x_MF_PC_JRrs_noJAL = ((A1_rRF==A3_EXMEM & A3_EXMEM!=0) & Res_EXMEM==2'b01) ? 3 : 
								  ( ((A1_rRF==A3_MEMWB & A3_MEMWB!=0) & Res_MEMWB==2'b01) ? 2 :
								  ( ((A1_rRF==A3_MEMWB & A3_MEMWB!=0) &  Res_MEMWB==2'b10) ? 1 : 0 ) );				  
	wire [2:0] x_MF_ALU_A_JAL = ((A1_IDEX==A3_EXMEM & A3_EXMEM!=0) & Res_EXMEM==2'b11) ? 5 : 
							  ( ((A1_IDEX==A3_MEMWB & A3_MEMWB!=0) & Res_MEMWB==2'b11) ? 4 : 0);
	wire [2:0] x_MF_ALU_B_JAL = ((A2_IDEX==A3_EXMEM & A3_EXMEM!=0) & Res_EXMEM==2'b11) ? 5 : 
							  ( ((A2_IDEX==A3_MEMWB & A3_MEMWB!=0) & Res_MEMWB==2'b11) ? 4 : 0);
	wire [2:0] x_MF_CMP_A_JAL = ((A1_rRF==A3_IDEX  & A3_IDEX!=0)  & Res_IDEX==2'b11) ? 6 : 
							  ( ((A1_rRF==A3_EXMEM & A3_EXMEM!=0) & Res_EXMEM==2'b11) ? 5 : 
							  ( ((A1_rRF==A3_MEMWB & A3_MEMWB!=0) & Res_MEMWB==2'b11) ? 4 : 0) );
	wire [2:0] x_MF_CMP_B_JAL = ((A2_rRF==A3_IDEX  & A3_IDEX!=0)  & Res_IDEX==2'b11) ? 6 : 
							  ( ((A2_rRF==A3_EXMEM & A3_EXMEM!=0) & Res_EXMEM==2'b11) ? 5 : 
							  ( ((A2_rRF==A3_MEMWB & A3_MEMWB!=0) & Res_MEMWB==2'b11) ? 4 : 0) );
	wire [2:0] x_MF_PC_JRrs_JAL=((A1_rRF==A3_IDEX  & A3_IDEX!=0)  & Res_IDEX==2'b11) ? 6 : 
							  ( ((A1_rRF==A3_EXMEM & A3_EXMEM!=0) & Res_EXMEM==2'b11) ? 5 : 
							  ( ((A1_rRF==A3_MEMWB & A3_MEMWB!=0) & Res_MEMWB==2'b11) ? 4 : 0) );
	assign x_MF_ALU_A = (x_MF_ALU_A_JAL==6) ? 3'd6 : ( (x_MF_ALU_A_JAL==5) ? 3'd5 : ( (x_MF_ALU_A_noJAL==3) ? 3'd3 : ( (x_MF_ALU_A_JAL==4) ? 3'd4 : ( (x_MF_ALU_A_noJAL==1) ? 3'd1 : ( (x_MF_ALU_A_noJAL==2) ? 3'd2 : 3'd0 ) ) ) ) );
	assign x_MF_ALU_B = (x_MF_ALU_B_JAL==6) ? 3'd6 : ( (x_MF_ALU_B_JAL==5) ? 3'd5 : ( (x_MF_ALU_B_noJAL==3) ? 3'd3 : ( (x_MF_ALU_B_JAL==4) ? 3'd4 : ( (x_MF_ALU_B_noJAL==1) ? 3'd1 : ( (x_MF_ALU_B_noJAL==2) ? 3'd2 : 3'd0 ) ) ) ) );
	assign x_MF_CMP_A = (x_MF_CMP_A_JAL==6) ? 3'd6 : ( (x_MF_CMP_A_JAL==5) ? 3'd5 : ( (x_MF_CMP_A_noJAL==3) ? 3'd3 : ( (x_MF_CMP_A_JAL==4) ? 3'd4 : ( (x_MF_CMP_A_noJAL==1) ? 3'd1 : ( (x_MF_CMP_A_noJAL==2) ? 3'd2 : 3'd0 ) ) ) ) );
	assign x_MF_CMP_B = (x_MF_CMP_B_JAL==6) ? 3'd6 : ( (x_MF_CMP_B_JAL==5) ? 3'd5 : ( (x_MF_CMP_B_noJAL==3) ? 3'd3 : ( (x_MF_CMP_B_JAL==4) ? 3'd4 : ( (x_MF_CMP_B_noJAL==1) ? 3'd1 : ( (x_MF_CMP_B_noJAL==2) ? 3'd2 : 3'd0 ) ) ) ) );
	assign x_MF_PC_JRrs = (x_MF_PC_JRrs_JAL==6) ? 3'd6 : ( (x_MF_PC_JRrs_JAL==5) ? 3'd5 : ( (x_MF_PC_JRrs_noJAL==3) ? 3'd3 : ( (x_MF_PC_JRrs_JAL==4) ? 3'd4 : ( (x_MF_PC_JRrs_noJAL==1) ? 3'd1 : ( (x_MF_PC_JRrs_noJAL==2) ? 3'd2 : 3'd0 ) ) ) ) );
	assign eret_IFID =    (IR_IFID[31:26]==6'b010000  & IR_IFID[5:0]==6'b011000);
	assign mtEPC_IDEX  = ((IR_IDEX[31:26]==6'b010000  & IR_IDEX[25:21]==5'b00100)  & IR_IDEX[15:11]==5'd14);
	assign mtEPC_EXMEM = ((IR_EXMEM[31:26]==6'b010000 & IR_EXMEM[25:21]==5'b00100) & IR_EXMEM[15:11]==5'd14);
	assign x_MF_EPC = (eret_IFID & mtEPC_IDEX) ? 2'd2 : ( (eret_IFID & mtEPC_EXMEM) ? 2'd1 : 2'd0 );
	assign x_MF_DM_WD = ( (A2_EXMEM==A3_MEMWB & A3_MEMWB!=0) & Res_MEMWB==2'b10) ? 1'd1 : 1'd0;
endmodule
`timescale 1ns / 1ps
module Res_Translator(
    input [31:0] IDEX,
    input [31:0] EXMEM,
    input [31:0] MEMWB,
    output reg [1:0] Res_IDEX,
    output reg [1:0] Res_EXMEM,
    output reg [1:0] Res_MEMWB
    );
	always@(*) begin
		case(IDEX[31:26])
			0:   begin
				if(IDEX[5:0]!=8   && IDEX[5:0]!=9 
				  && IDEX[5:0]!=17 && IDEX[5:0]!=19
				  && IDEX[5:0]!=24 && IDEX[5:0]!=25 && IDEX[5:0]!=26  && IDEX[5:0]!=27) Res_IDEX<= 2'b01;
				if(IDEX[5:0]==9) Res_IDEX<= 2'b11;
			end
			8:  Res_IDEX<= 2'b01;
			9: Res_IDEX<= 2'b01;
			12:  Res_IDEX<= 2'b01;
			13:   Res_IDEX<= 2'b01;
			14:  Res_IDEX<= 2'b01;
			15:   Res_IDEX<= 2'b01;
			10:  Res_IDEX<= 2'b01;
			11: Res_IDEX<= 2'b01;
			32:   Res_IDEX<= 2'b10;
			36:  Res_IDEX<= 2'b10;
			33:   Res_IDEX<= 2'b10;
			37:  Res_IDEX<= 2'b10;
			35:   Res_IDEX<= 2'b10;
			16: if(IDEX[25:21] == 0) Res_IDEX<= 2'b10;
			3:  Res_IDEX<= 2'b11;
			default: Res_IDEX<= 2'b00;
		endcase
	end
	always@(*) begin
		case(EXMEM[31:26])
			0: begin
			  	if(EXMEM[5:0]!=8   && EXMEM[5:0]!=9 
				  && EXMEM[5:0]!=17 && EXMEM[5:0]!=19
				  && EXMEM[5:0]!=24 && EXMEM[5:0]!=25 && EXMEM[5:0]!=26  && EXMEM[5:0]!=27) Res_EXMEM<= 2'b01;
				if(EXMEM[5:0]==9) Res_EXMEM<= 2'b11;
			end
			8:  Res_EXMEM<= 2'b01;
			9: Res_EXMEM<= 2'b01;
			12:  Res_EXMEM<= 2'b01;
			13:   Res_EXMEM<= 2'b01;
			14:  Res_EXMEM<= 2'b01;
			15:   Res_EXMEM<= 2'b01;
			10:  Res_EXMEM<= 2'b01;
			11: Res_EXMEM<= 2'b01;
			32:   Res_EXMEM<= 2'b10;
			36:  Res_EXMEM<= 2'b10;
			33:   Res_EXMEM<= 2'b10;
			37:  Res_EXMEM<= 2'b10;
			35:   Res_EXMEM<= 2'b10;
			16: if(EXMEM[25:21] == 0) Res_EXMEM<= 2'b10;
			3:  Res_EXMEM<= 2'b11;
			default: Res_EXMEM<= 2'b00;
		endcase
	end
	always@(*) begin
		case(MEMWB[31:26])
			0: begin
				if(MEMWB[5:0]!=8   && MEMWB[5:0]!=9 
				  && MEMWB[5:0]!=17 && MEMWB[5:0]!=19
				  && MEMWB[5:0]!=24 && MEMWB[5:0]!=25 && MEMWB[5:0]!=26  && MEMWB[5:0]!=27) Res_MEMWB<= 2'b01;
				if(MEMWB[5:0]==9) Res_MEMWB<= 2'b11;
			end
			8:  Res_MEMWB<= 2'b01;
			9: Res_MEMWB<= 2'b01;
			12:  Res_MEMWB<= 2'b01;
			13:   Res_MEMWB<= 2'b01;
			14:  Res_MEMWB<= 2'b01;
			15:   Res_MEMWB<= 2'b01;
			10:  Res_MEMWB<= 2'b01;
			11: Res_MEMWB<= 2'b01;
			32:   Res_MEMWB<= 2'b10;
			36:  Res_MEMWB<= 2'b10;
			33:   Res_MEMWB<= 2'b10;
			37:  Res_MEMWB<= 2'b10;
			35:   Res_MEMWB<= 2'b10;
			16: if(MEMWB[25:21] == 0) Res_MEMWB<= 2'b10;
			3:  Res_MEMWB<= 2'b11;
			default: Res_MEMWB<= 2'b00;
		endcase
	end
endmodule
==> ci_impl_report.md <==
### Yosys + OpenROAD results

| Metric | Value |
|---|---|
| Cell type with the largest total area | xor2_1 |
| Core area | 10300 um^2 |
| Crit path launch | A3_EXMEM[4] |
| Hold slack final | 1270 ps |
| Main flop type | dlxtn_1 |
| Total routed wirelength | 8.40 mm |
| Hold crit path type | primary input to output pin |
| Register pins left without a clock | 6 |
| Via/cell ratio | 4.35 |
| M1 WL | around 3.6 mm |
| Failing checks | setup timing |
| Async set-reset flop share out of synthesis | 0% |
| Row cnt | 37 |
| Met2 wire len | 3.76 mm |
| Iteration-0 DRC Markers | 62 |
| Met3 wire length | slightly below 1 mm |
| Yosys chip area | approximately 1500 um^2 |
| Syn Area/Cell | 7.05 um^2 |
| Fin area | 3540 um^2 |
| Number of port buffers | around 130 |
| Post-synth EDFFs | 0 |
| Remaining DRCs | 0 |
| Io pins | around 190 |
| Final Non-Filler Cells | 529 |
| Grt total ovfl | 0 |
| Vias in the first global route | between 2000 and 2500 |
| Layout area overhead | 131% |
| Status | complete, but fails checks |
| Final hold violations | 0 |
| Placed Cells | 518 |
| Full die area | 15100 um^2 |
| Slew Viols, Final | 0 |
| Max layer used | met5 |
| Number of max-cap violations | 0 |
| Area leader share | 29.8% |
| Top Layout Cells | 52 x xor2_1, 52 x buf_4, 46 x clkdlybuf4s50_1 |
| Post-placement setup slack | -1010 ps |
| Final setup fails | 15 |
| Vias | between 2000 and 2500 |
| # Cells Yosys | 217 |
| Tool Warnings | 90 |
| Setup crit end kind | output pin |
| Max Freq | 429 MHz |
| Placer Congestion | approximately 0.93 |
| Crit start category | primary input |
| DPL Wire Length | 7.47 mm |
| Kind of critical path | primary input to output pin |
| Post-synth area hogs | xor2_1 30%, dlxtn_1 5.9%, nor2_1 5.4% |
| Slew HR | 78.3% |
| Initial Util | 14.8% |
| All-Layer GR Usage | around a tenth |
| CTS Hold Buffers Added | 0 |
| Worst-margin pin slew | between 300 and 400 ps |
| Placed Area | 3290 um^2 |
| Synth unique cells | 42 |
| Syn. warnings | 4 |
| DRT antenna net count | 0 |
| Cells after synthesis | 217 |
| Synthesized cell area | 1530 um^2 |
| LEAKAGE | about 1.6 nW |
| Worst hold start | IR_IDEX[15] |
| Worst EP required | 1680 ps |
| Number of unconstrained endpoints | 6 |
| Pin count of the biggest net entering global routing | 8 |
| Post-synth regs | 6 |
| Worst Path Arrival | 1910 ps |
| 1st-pass router iterations | 4 |
| Die span in y | 123 um |
| Hold depth | 5 |
| Fillers | 1032 |
| Power per standard cell area | 144 nW/um^2 |
| CP max FO | 2 |
| Worst VDD drop | 0.0671 mV |
| RSZ-0062 raised after global routing | yes |
| Final Worst Setup Slack | -232 ps |
| Wirelength per Cell | 15.9 um |
| First-pass GRT wire length | ~13 mm |
| Crit path time final | 2330 ps |
| Final Cycle Share | 111% |
| Layout cells sized above 1 | roughly a third |
| Antenna violations before repair | 3 |
| Die width | 123 um |
worst paths after layout:
path,endpoint,slack [ps]
setup / recovery,x_MF_CMP_A[2],-230
hold / removal,x_MF_EPC[1],1270
power breakdown:
| group | switching [W] | leakage, nW | internal, W |
|---|---|---|---|
| Clock | 0 | 0.0000127 | 0.000000000127 |
| Combinational | 0.000208 | 1.52 | 0.000298 |
| Sequential | 0.000000135 | 0.0465 | 0.00000228 |
layout make-up:
cell class / instances / area, um^2 / share of cell area [%]
Timing Repair Buffer: 188 / 1640 / 46.3
Sequential cell: 6 / 90.1 / 2.55
Antenna cell: 2 / 5.00 / 0.141
Multi-Input combinational cell: 194 / 1620 / 45.8
Inverter: 3 / 11.3 / 0.318
Tap cell: 136 / 170 / 4.81
cell usage after synthesis (2+ instances only):
cell type  count
xor2_1        52
nor2_1        22
nor3_1        15
nand2_1       13
nor4_1         9
clkbuf_1       8
nand3_1        8
nand4_1        8
dlxtn_1        6
mux2i_1        6
xnor2_1        6
a211oi_1       4
nand2b_1       4
o311ai_1       4
buf_4          3
inv_1          3
nand4b_1       3
nor2b_1        3
nor3b_1        3
nor4b_1        3
o22ai_1        3
or4_1          3
a21boi_0       2
and3_4         2
and4_1         2
buf_6          2
o21a_1         2
o21bai_1       2
o221ai_1       2
or3_1          2
critical path, stage by stage:
cell and delay [ps]:
buf_6 90, or4_4 530, o21a_4 220, buf_6 120, and3_4 160, o311ai_4 230, buf_2 150
timing repair:
| action | in CTS | in global routing |
|---|---|---|
| gates resized | 191 | 38 |
| pin swaps | 33 | 24 |
| setup buffers | 8 | 3 |
| setup endpoints to repair | 18 | 18 |
flip-flops by register name (all words and copies together) (netlist names):
signal            flops
GetRes.Res_EXMEM      2
GetRes.Res_IDEX       2
GetRes.Res_MEMWB      2
cell families (layout without fill, tap and decap cells):
| logic type | after synthesis | after routing | share of synthesized area (%) |
|---|---|---|---|
| muxes | 6 | 6 | 3.92 |
| other | 0 | 2 | 0 |
| buffers and inverters | 17 | 191 | 5.97 |
| xor gates and xnor gates | 58 | 58 | 33.2 |
| AOI/OAI and AO/OA | 26 | 26 | 13.0 |
| and+or+nand+nor | 104 | 104 | 38.0 |
| latches | 6 | 6 | 5.89 |
routing by layer:
| layer | global-route usage [%] | up-vias |
|---|---|---|
| li1 | - | 1144 |
| met1 | 12.9 | 1037 |
| met2 | 18.2 | 118 |
| met3 | 4.39 | 2 |
| met4 | 0.218 | 2 |
| met5 | 0 | - |
stage by stage:
stage	utilization [%]	power [W]	TNS, ps
floorplan	-	0.000162	-361
global placement	31.9	0.000498	-16340
detailed placement	31.9	0.000502	-16310
CTS	33.3	0.000507	-2240
global route	34.2	0.000553	-3090
finish	34.3	0.000508	-2390
Power and IR drop assume default switching activity.
